==> design/flow/design.v <==
`default_nettype none
module 
picoblaze_template
#(
parameter clk_count = 250000  
) (
		output reg[7:0] led,
		input clk,
    input wire interrupt_line,
		input [7:0] input_data,
		output wire [23:0] sseg
	);
wire[9:0]  address;
wire[17:0]  instruction;
wire[7:0]  port_id;
wire[7:0]  out_port;
reg[7:0]  in_port;
wire  write_strobe;
wire  read_strobe;
reg  interrupt;
wire  interrupt_ack;
wire  kcpsm3_reset;
reg[26:0] int_count;
reg event_1hz;
reg        lcd_rw_control;
reg[7:0]   lcd_output_data;
pacoblaze3 led_8seg_kcpsm
(
                  .address(address),
               .instruction(instruction),
                   .port_id(port_id),
              .write_strobe(write_strobe),
                  .out_port(out_port),
               .read_strobe(read_strobe),
                   .in_port(in_port),
                 .interrupt(interrupt),
             .interrupt_ack(interrupt_ack),
                     .reset(kcpsm3_reset),
                       .clk(clk));
 wire [19:0] raw_instruction;
	pacoblaze_instruction_memory 
	pacoblaze_instruction_memory_inst(
     	.addr(address),
	    .outdata(raw_instruction)
	);
	always @ (posedge clk)
	begin
	      instruction <= raw_instruction[17:0];
	end
    assign kcpsm3_reset = 0;                       
  always @ (posedge clk)
  begin
      if (int_count==(clk_count-1))  
		begin
         int_count <= 0;
         event_1hz <= 1;
      end else
		begin
         int_count <= int_count + 1;
         event_1hz <= 0;
      end
 end
 always @ (posedge clk or posedge interrupt_ack)   
 begin
      if (interrupt_ack)  
            interrupt <= 0;
      else
		begin 
		      if (interrupt_line)    
      		      interrupt <= 1;
          		else
		            interrupt <= interrupt;
      end
 end
 always @ (posedge clk)
 begin
    case (port_id[7:0])
        8'h0:    in_port <= input_data;
        default: in_port <= 8'bx;
    endcase
end
  always @ (posedge clk)
  begin
        if (write_strobe & port_id[7])   
          led <= out_port;
        if (write_strobe & port_id[6])   
          sseg[7:0] <= out_port;
		  if (write_strobe & port_id[5])   
          sseg[15:8] <= out_port;
        if (write_strobe & port_id[4])   
          sseg[23:16] <= out_port;
  end
endmodule
module blockram(
	clk, rst,
	enb, wen, addr, din, dout
);
parameter width = 8, depth = 10, size = 1<<depth;
input clk, rst, enb, wen;
input [depth-1:0] addr;
input [width-1:0] din;
output reg [width-1:0] dout;
reg [width-1:0] ram[0:size-1];
always @(posedge clk)
	if (rst) dout <= 'hx;  
	else if (enb)
		if (wen) ram[addr] <= din;
		else dout <= ram[addr];
endmodule
==> design/flow/run.sh <==
#!/bin/bash
# OpenROAD 26Q1-2900-gdf79404cd8, Yosys 0.63+post, stock flow scripts
make -C /OpenROAD-flow-scripts/flow DESIGN_CONFIG=/design/flow/config.mk WORK_HOME=/design/flow/orfs finish
==> design/flow/config.mk <==
export PLATFORM = sky130hd
export DESIGN_NAME = blockram
export DESIGN_NICKNAME = blockram
export VERILOG_FILES = /design/flow/design.v
export SDC_FILE = /design/flow/constraint.sdc
export NUM_CORES = 4
export LEC_CHECK = 1
export CORE_UTILIZATION = 40
export SYNTH_MEMORY_MAX_BITS = 65536
==> design/flow/constraint.sdc <==
current_design blockram

set clk_period 38.2
set clk_io_pct 0.2

create_clock -name clk0 -period $clk_period [get_ports {clk}]

set non_clock_inputs [all_inputs -no_clocks]
set_input_delay [expr $clk_period * $clk_io_pct] -clock clk0 $non_clock_inputs
set_output_delay [expr $clk_period * $clk_io_pct] -clock clk0 [all_outputs]
==> impl_metrics.env <==
# implementation run metrics
export IMPL_skew_ns=0.08254
export IMPL_clockRootBuffer="clkbuf_16"
export IMPL_tightest_slew_ns=1.390
export IMPL_crit_path_cell_trace="buf_16 > buf_4 > buf_4 > buf_4 > buf_4 > buf_4 > buf_4 > buf_4 > buf_4 > mux2i_1 > o22ai_1 > nor4_1 > buf_4 > a31oi_1 > nand4_1 > and3_1 > nand4b_1"
export IMPL_tool_warnings=56
export IMPL_whs_ns=1.261
export IMPL_drt_pass1_iterations=7
export IMPL_worst_r2r_endpoint="dout[0]"
export IMPL_period_minus_slack_ns=14.60
export IMPL_routed_wl_um=914600
export IMPL_flop_cell="edfxtp_1"
export IMPL_cp_max_fo=76
export IMPL_vias=162500
export IMPL_clk_latency_ns=1.17
export IMPL_min_from="ram[312][3]"
export IMPL_drt_iter0_drc=11400
export IMPL_via_per_inst=5.686
export IMPL_setup_tns_ns=0
export IMPL_fin_area_um2=355900
export IMPL_synthDistinctLibCells=77
export IMPL_slowest_stage="nor4_1"
export IMPL_grt_max_degree=129
export IMPL_maxSlewViolCount=0
export IMPL_antenna_found_initial=97
export IMPL_postCtsHoldBufs=0
export IMPL_seq_area_um2=246200
export IMPL_fmax_ghz=0.06851
export IMPL_route_detailed_drc=0
export IMPL_crit_type="primary input to flip-flop"
export IMPL_ctsHtreeMaxLevel=6
export IMPL_tritoncts="yes"
export IMPL_port_buffers=29
export IMPL_io_pin_count=30
export IMPL_rsz0062_at_grt="false"
export IMPL_postSynthCellCount=16790
export IMPL_cp_arrival_ns=15.49
export IMPL_nFillCells=65230
export IMPL_hold_end="dout[3]"
export IMPL_reg2reg_from="ram[743][0]"
export IMPL_fp_util_pct=40.15
export IMPL_synth_seq_area_share_pct=77.79
export IMPL_antenna_left=0
export IMPL_synthesis_area_um2=316500
export IMPL_grt_util_met3_pct=21.79
export IMPL_cp_data_required_time_ns=39.09
export IMPL_slew_headroom_pct=7.305
export IMPL_cp_num_buf_inv=10
export IMPL_reg2reg_depth=7
export IMPL_hold_depth=7
export IMPL_ys_cells=16790
export IMPL_gp_congestion=0.9159
export IMPL_grt_pass1_wl_um=1284000
export IMPL_total_power_mw=18.12
export IMPL_grt_util_met2_pct=34.47
export IMPL_cts_sinks=8200
export IMPL_synth_warnings=1
export IMPL_gr_total_overflow=0
export IMPL_cp_start_kind="primary input"
export IMPL_coreArea_um2=788500
export IMPL_cpPeakStageDelay_ns=1.02
export IMPL_leakagePower_nw=115.3
export IMPL_place_ws_ns=22.44
export IMPL_clk_pin_slew_ns=0.06
export IMPL_logic_area_um2=65570
export IMPL_status="completed"
export IMPL_clk_path_buf_depth=4
export IMPL_fin_ws_ns=23.60
export IMPL_path_common_cell="buf_4"
export IMPL_async_flop_share_pct=0
export IMPL_crit_family="buffers and inverters"
export IMPL_lay_top_cells="edfxtp_1, mux2i_1, nor2_1"
export IMPL_hpwl_um=568100
export IMPL_dpl_cell_area_um2=331200
export IMPL_synthToLayoutAreaGrowth_pct=12.44
export IMPL_finalCritPeriodShare_pct=38.21
export IMPL_grt_util_met1_pct=28.92
export IMPL_die_area_um2=794900
export IMPL_grt_busiest_layer="met2"
export IMPL_ys_flops=8200
export IMPL_layout_drive_gt1_share_pct=14.50
export IMPL_hold_viol=0
export IMPL_ctsResizeCount=0
export IMPL_edf_count=8200
export IMPL_cap_violations=0
export IMPL_hp_class="flip-flop to flip-flop"
export IMPL_powerDensity_nw_per_um2=50.92
export IMPL_die_y_um=891.6
export IMPL_peakVddDrop_mv=0.04975
export IMPL_syn_avg_cell_area_um2=18.86
export IMPL_die_w_um=891.6
export IMPL_grt_pass1_vias=170600
export IMPL_gr_usage_all_layers_pct=24.98
export IMPL_mostFrequentLayoutCell="edfxtp_1"
export IMPL_routedWlPerCell_um=32.00
export IMPL_end_kind="flip-flop"
export IMPL_ys_chip_area_um2=316500
export IMPL_rows=326
export IMPL_regToRegSetupSlack_ns=34.12
export IMPL_post_cts_repair_setup_buffers=0
export IMPL_setup_violations=0
export IMPL_cts_buffers=786
-- through the flow --
step                cells  utilization (%)
floorplan           16790                -
CTS                 28380            45.08
global route        28430            45.09
finish              28580            45.14
detailed placement  26950            42.00
global placement    26940            41.97
-- state kept, by name (all words and copies together), names as in the netlist --
register,flops
dout,8
ram,8192
-- synthesized netlist by cell type, drive strengths merged (4+ instances only) --
master | count | area share, %
nand3b | 12 | 0.028
mux2i | 2701 | 8.5
nor3 | 145 | 0.23
o21a | 12 | 0.028
o31ai | 7 | 0.017
a311oi | 9 | 0.025
o2111ai | 25 | 0.069
clkbuf | 432 | 0.53
a22o | 36 | 0.10
and3b | 5 | 0.014
and3 | 9 | 0.018
nand2b | 5 | 0.0099
a21oi | 21 | 0.033
o22a | 7 | 0.019
a221oi | 10 | 0.042
nand3 | 145 | 0.23
o22ai | 1130 | 2.2
or4b | 4 | 0.013
and2 | 5 | 0.0099
nor2 | 1301 | 1.5
a2111oi | 8 | 0.022
nor4 | 242 | 0.48
edfxtp | 8200 | 78
a31o | 6 | 0.017
mux2 | 20 | 0.071
o2bb2ai | 6 | 0.017
a22oi | 181 | 0.43
buf | 651 | 1.1
o21ai | 214 | 0.34
nor3b | 6 | 0.019
o221ai | 15 | 0.042
nor2b | 5 | 0.0099
nand4 | 33 | 0.067
o211ai | 19 | 0.045
a32o | 7 | 0.022
or4bb | 4 | 0.015
a31oi | 56 | 0.11
nand2 | 249 | 0.30
and4b | 7 | 0.022
or3 | 20 | 0.040
mux4 | 702 | 5.0
nand4b | 11 | 0.034
a211oi | 76 | 0.19
-- cells by family after synthesis --
group / Yosys count / share of synthesized area, %
compound gates: 1858 / 3.835
buf+inv: 1088 / 1.653
flops: 8200 / 77.79
mux: 3423 / 13.62
simple gates: 2218 / 3.104
-- tightest hold or removal path: cells and delay by family, from the launching register on --
family	cells	cell delay (ns)
compound gates	1	0.13
simple gates	5	0.64
mux	1	0.06
flops	1	0.32
-- report_power, final --
| group | internal (mW) | leakage (nW) | switching [mW] |
|---|---|---|---|
| sequential | 9.90 | 73.7 | 0.00992 |
| combinational | 0.239 | 29.8 | 0.572 |
| clock | 4.06 | 11.8 | 3.34 |
| total | 14.2 | 115 | 3.92 |
-- how the worst max path moves through the flow --
stage | from | endpoint | slack [ns] | depth (start not counted)
CTS | addr[1] | dout[7] | 23.69 | 17
global route | addr[1] | dout[7] | 23.21 | 17
finish | addr[1] | dout[4] | 23.60 | 17
-- final cells by class --
cell class | instances | share of cell area [%]
multi-input combinational | 7499 | 18.42
inverter | 3 | 0.003516
clock inverter | 448 | 1.034
tap | 10500 | 3.690
sequential | 8200 | 69.19
antenna | 200 | 0.1406
clock buffer | 980 | 5.773
timing repair buffer | 757 | 1.751
-- layer usage --
metal / routed length [um] / up-vias
met1: 288900 / 81780
met4: 37020 / 134
li1: - / 69470
met5: 1826 / -
met2: 408700 / 9498
met3: 178100 / 1651
Power figures rest on the tool's default switching activity, not on a simulated workload.
