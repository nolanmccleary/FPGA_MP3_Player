### flow/constraint.sdc
current_design addsub2

set clk_period 9.9
set clk_io_pct 0.2

create_clock -name clk0 -period $clk_period

set non_clock_inputs [all_inputs -no_clocks]
set_input_delay [expr $clk_period * $clk_io_pct] -clock clk0 $non_clock_inputs
set_output_delay [expr $clk_period * $clk_io_pct] -clock clk0 [all_outputs]
### flow/run.sh
#!/bin/bash
# OpenROAD 26Q1-2900-gdf79404cd8, Yosys 0.63+post, stock flow scripts
make -C /OpenROAD-flow-scripts/flow DESIGN_CONFIG=/design/flow/config.mk WORK_HOME=/design/flow/orfs finish
### flow/config.mk
export PLATFORM = sky130hd
export DESIGN_NAME = addsub2
export DESIGN_NICKNAME = addsub2
export VERILOG_FILES = /design/flow/design.v
export SDC_FILE = /design/flow/constraint.sdc
export NUM_CORES = 4
export LEC_CHECK = 1
export CORE_AREA = 10 10 80 80
export DIE_AREA = 0 0 90 90
### flow/design.v
`default_nettype none
module 
picoblaze_template
#(
parameter clk_count = 250000  
) (
		output reg[7:0] led,
		input clk,
    input wire interrupt_line,
		input [7:0] input_data,
		output wire [23:0] sseg
	);
wire[9:0]  address;
wire[17:0]  instruction;
wire[7:0]  port_id;
wire[7:0]  out_port;
reg[7:0]  in_port;
wire  write_strobe;
wire  read_strobe;
reg  interrupt;
wire  interrupt_ack;
wire  kcpsm3_reset;
reg[26:0] int_count;
reg event_1hz;
reg        lcd_rw_control;
reg[7:0]   lcd_output_data;
pacoblaze3 led_8seg_kcpsm
(
                  .address(address),
               .instruction(instruction),
                   .port_id(port_id),
              .write_strobe(write_strobe),
                  .out_port(out_port),
               .read_strobe(read_strobe),
                   .in_port(in_port),
                 .interrupt(interrupt),
             .interrupt_ack(interrupt_ack),
                     .reset(kcpsm3_reset),
                       .clk(clk));
 wire [19:0] raw_instruction;
	pacoblaze_instruction_memory 
	pacoblaze_instruction_memory_inst(
     	.addr(address),
	    .outdata(raw_instruction)
	);
	always @ (posedge clk)
	begin
	      instruction <= raw_instruction[17:0];
	end
    assign kcpsm3_reset = 0;                       
  always @ (posedge clk)
  begin
      if (int_count==(clk_count-1))  
		begin
         int_count <= 0;
         event_1hz <= 1;
      end else
		begin
         int_count <= int_count + 1;
         event_1hz <= 0;
      end
 end
 always @ (posedge clk or posedge interrupt_ack)   
 begin
      if (interrupt_ack)  
            interrupt <= 0;
      else
		begin 
		      if (interrupt_line)    
      		      interrupt <= 1;
          		else
		            interrupt <= interrupt;
      end
 end
 always @ (posedge clk)
 begin
    case (port_id[7:0])
        8'h0:    in_port <= input_data;
        default: in_port <= 8'bx;
    endcase
end
  always @ (posedge clk)
  begin
        if (write_strobe & port_id[7])   
          led <= out_port;
        if (write_strobe & port_id[6])   
          sseg[7:0] <= out_port;
		  if (write_strobe & port_id[5])   
          sseg[15:8] <= out_port;
        if (write_strobe & port_id[4])   
          sseg[23:16] <= out_port;
  end
endmodule
module addsub1(
	op, oc, y, a, b, c_in,
	c_out, h_out
);
input op, oc;  
output [16-1:0] y;
input [16-1:0] a, b;
input c_in;
output c_out;
output h_out;
wire [16/2-1:0] yh, yl;
wire [16/2-1:0]
	ah = a[16-1:16/2], al = a[16/2-1:0];
wire [16/2-1:0] bh, bl;
wire c =
	(!oc) ? 0 :
	(op) ? ~c_in : c_in;
wire d, e;
assign bh = (op) ? ~b[16-1:16/2] : b[16-1:16/2];
assign bl = (op) ? ~b[16/2-1:0] : b[16/2-1:0];
assign {d, yl} = al + bl + c;
assign {e, yh} = ah + bh + d;
assign h_out = (op) ? ~d : d;
assign c_out = (op) ? ~e : e;
assign y = {yh, yl};
endmodule
module addsub2(
	op, oc, y, yl, a, b, c_in,
	c_out, h_out
);
input op, oc;  
output [16-1:0] y;
input [16-1:0] a, b;
input c_in;
output c_out;
output h_out;
output [16/2-1:0] yl;
wire [16/2-1:0]
	al = a[16/2-1:0];
wire [16-1:0] bs;
wire [16/2-1:0] bl;
wire c =
	(!oc) ? 0 :
	(op) ? ~c_in : c_in;
wire d, e;
assign bl = (op) ? ~b[16/2-1:0] : b[16/2-1:0];
assign bs = (op) ? ~b : b;
assign {d, yl} = al + bl + c;
assign {e, y} = a + bs + c;
assign h_out = (op) ? ~d : d;
assign c_out = (op) ? ~e : e;
endmodule
==> results.txt <==
Implementation numbers.

- The worst min-delay path category is input port to output pin.
- The tally of filler cells in the layout is 492.
- The number of gates resized after CTS reads 0.
- The placed cell count is 243.
- Per the STA report, the cell with the highest stage delay on the worst path is sky130_fd_sc_hd__clkdlybuf4s50_1.
- The part of the power in combinational logic is 1.000.
- The floorplan report gives the top-level pin count as 61.
- The proportion of total power due to net switching is 0.3523.
- The share of total power in sequential cells reads 0.
- The global placement routability congestion is 0.7618.
- The final tally of hold violations reads 0.
- The first global-routing pass estimated 4947 µm of wire.
- The power spent charging and discharging nets is 0.00005565 W.
- The count of maximum capacitance violations reads 0.
- The number of library cell types mapped by synthesis is 28.
- The number of buffers inserted by hold repair at cts is 0.
- Per the cell usage report, the commonest logic cells after layout are sky130_fd_sc_hd__clkdlybuf4s50_1 (61), sky130_fd_sc_hd__xor2_1 (22), sky130_fd_sc_hd__ha_1 (15).
- The final cell area excluding filler cells is 1604 µm².
- The maximum fanout along the worst path reads 11.
- The OpenROAD warning count is 32.
- The detailed placer's ending HPWL reads 2755 µm.
- The overflow left after global routing reads 0.
- The arrival time of data at the critical path endpoint is 6.10 ns.
- The first detailed-routing pass ran for 4 iterations.
- The share of total power dissipated in the clock network is 0.
- The script logs the mean routed wire length per placed instance as 12.75 µm.
- The placed instances occupy a cell area of 1604 µm².
- The capture point of the critical path reads y[14].
- The core area reads ~4700 µm².
- Post-synthesis, Yosys gives the total cell area as 978.4 µm².
- The required time of the worst setup path reads 7.92 ns.
- The average via count per standard cell reads 4.198.
- The peak clock frequency supported by timing is 0.1238 GHz.
- Of the cells placed in the final design, the portion with a size suffix greater than 1 is 0.03977.
- The worst setup path is launched from an input port.
- The area of the die is 8100 µm².
- The post-synth design cell area reads 978.4 µm².
- Once detail routing completed, the nets flagged for antenna violations numbered 0.
- Among logic cells in the layout, the one with the most instances is sky130_fd_sc_hd__clkdlybuf4s50_1.
- The cell total in the yosys stat output is 126.
- The synthesized instance count reads 126.
- The maximum single-stage delay on the critical path is between 0.7 and 0.8 ns.
- The internal power component reads 0.0001023 W.
- In the finished design, the share of the clock period the worst path needs comes to 0.8159.
- The remaining max-slew budget at the tightest pin is 0.6714.
- The clock period minus final worst setup slack is roughly 8 ns.
- The routed wire length reads 3098 µm.
- According to the floorplan report, the die height is 90 µm.
- The static leakage reads 0.6857 nW.
- The flip-flop and latch area reads 0 µm².
- The count of vias placed by the detailed router is 1,020.
- Looking at the max-slew report, the worst-margin pin has a slew of 0.4914 ns.
- The register area share after synthesis is 0.
- The pre-placement core utilization reads 0.2072.
- The maximum number of pins on one net before global-route repair reads 12.
- The warning count from the yosys run is 0.
- The largest vdd supply drop reads approximately 0.000033 V.
- Row generation in the floorplan step produced 25 rows.
- The first routing iteration left 29 violations.
- The number of global-route vias before repair was 1,005.
- The run finished with clean final reports.
- The total global routing track utilization reads 0.07097.
- The area growth from synthesis to layout reads 63.94%.
- The number of cells in the finished layout apart from fillers is 243.
- The sequential cell count reads 0.
- The final-layout setup total negative slack is 0 ns.
- The initial antenna violation count came to 0.
- The cell sequence reported for the critical path is clkdlybuf4s50_1, buf_4, xor2_1, and2_1, fa_1, fa_1, a21o_1, a221oi_2, nor2_2, a221o_2, o31ai_2, xnor2_1, clkdlybuf4s50_1.
- The report lists the power per cell area as 98.48 nW/µm².
- Looking at the setup timing report, the critical path kind is input port to output pin.
- The routed layout reports a DRC error count of 0.
- The number of diodes is 0.
- The post-CTS repair timing setup buffer count reads 0.
- The post-synthesis area per instance is 7.765 µm².
- The critical path starts at op.
- The horizontal die dimension reads approximately 90 µm.
- The number of slew-limit violations in the final report reads 0.
- The count of clock-net buffers in the final layout is 0.
- The number of I/O port buffers reads around 60.
- Setup repair after global routing left no endpoint under its margin.
- The worst setup path is captured at an output pin.
- The end-of-flow timing check tallies setup violations at 0.
## synthesized netlist by cell type, types with 3 or more instances
library cell,number,share of area
sky130_fd_sc_hd__nand2_1,7,0.027
sky130_fd_sc_hd__buf_4,8,0.061
sky130_fd_sc_hd__xor2_1,22,0.20
sky130_fd_sc_hd__a21o_1,6,0.046
sky130_fd_sc_hd__nand3_1,6,0.031
sky130_fd_sc_hd__ha_1,15,0.19
sky130_fd_sc_hd__clkbuf_1,3,0.012
sky130_fd_sc_hd__a31oi_1,3,0.019
sky130_fd_sc_hd__a21oi_1,14,0.072
sky130_fd_sc_hd__xnor2_1,11,0.098
sky130_fd_sc_hd__inv_1,3,0.012
sky130_fd_sc_hd__o21ai_0,8,0.041
## worst min path at each step
stage                 cells past startpoint    end  slack [ns]  startpoint
after CTS                                 4  y[14]        5.12       a[14]
after global routing                      3  yl[0]        5.17        a[0]
final                                     4  y[14]        5.10       a[14]
## worst max-delay path: cells and delay by family
kind | cells | cell delay [ns]
buffers and inverters | 3 | 1.57
AOI/OAI and AO/OA | 4 | 1.24
adders and majority gates | 2 | 0.82
and+or+nand+nor | 2 | 0.25
xor gates and xnor gates | 2 | 0.22
## per-stage QoR
step | total power [W] | setup WS [ns] | util | hold slack, ns
global placement | 0.0001622 | 1.870 | 0.3396 | 5.117
global route | 0.0001757 | 1.511 | 0.3396 | 5.165
CTS | 0.0001627 | 1.737 | 0.3396 | 5.122
finish | 0.0001580 | 1.822 | 0.3396 | 5.100
floorplan | 0.00007969 | 2.928 | - | 4.099
detailed placement | 0.0001611 | 1.744 | 0.3396 | 5.124
## logic make-up (layout without fill, tap and decap cells)
kind of cell,after synthesis,after routing,synth area share
AND-OR/OR-AND,42,42,0.2877
XOR/XNOR,33,33,0.2954
AND/OR/NAND/NOR,19,19,0.09464
adder cells (fa/ha/maj),17,17,0.2327
buffers and inverters,15,65,0.08951
## power by group through the flow
stage                 combinational, W  sequential (W)  clock (W)
after CTS                     0.000163               0          0
after global routing          0.000176               0          0
final                         0.000158               0          0
## cell type report
| class | count | area, µm² | share of cell area |
|---|---|---|---|
| multi-input combinational | 111 | 890.9 | 0.5554 |
| timing repair buffer | 62 | 618.1 | 0.3853 |
| tap | 67 | 83.83 | 0.05226 |
| inverter | 3 | 11.26 | 0.007020 |
## metal layers
layer | up-vias | share of wire | track usage | wire (µm)
met1 | 446 | 0.47 | 0.09263 | 1463
met2 | 32 | 0.46 | 0.1205 | 1418
met5 | - | 0 | 0 | 0
met4 | 0 | 0 | 0 | 0
li1 | 542 | - | - | -
met3 | 0 | 0.070 | 0.02012 | 216
Power is estimated from default activity; no workload was simulated.
