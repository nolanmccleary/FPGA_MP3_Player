==> design/flow/design.v <==
`default_nettype none
module 
picoblaze_template
#(
parameter clk_count = 250000  
) (
		output reg[7:0] led,
		input clk,
    input wire interrupt_line,
		input [7:0] input_data,
		output wire [23:0] sseg
	);
wire[9:0]  address;
wire[17:0]  instruction;
wire[7:0]  port_id;
wire[7:0]  out_port;
reg[7:0]  in_port;
wire  write_strobe;
wire  read_strobe;
reg  interrupt;
wire  interrupt_ack;
wire  kcpsm3_reset;
reg[26:0] int_count;
reg event_1hz;
reg        lcd_rw_control;
reg[7:0]   lcd_output_data;
pacoblaze3 led_8seg_kcpsm
(
                  .address(address),
               .instruction(instruction),
                   .port_id(port_id),
              .write_strobe(write_strobe),
                  .out_port(out_port),
               .read_strobe(read_strobe),
                   .in_port(in_port),
                 .interrupt(interrupt),
             .interrupt_ack(interrupt_ack),
                     .reset(kcpsm3_reset),
                       .clk(clk));
 wire [19:0] raw_instruction;
	pacoblaze_instruction_memory 
	pacoblaze_instruction_memory_inst(
     	.addr(address),
	    .outdata(raw_instruction)
	);
	always @ (posedge clk)
	begin
	      instruction <= raw_instruction[17:0];
	end
    assign kcpsm3_reset = 0;                       
  always @ (posedge clk)
  begin
      if (int_count==(clk_count-1))  
		begin
         int_count <= 0;
         event_1hz <= 1;
      end else
		begin
         int_count <= int_count + 1;
         event_1hz <= 0;
      end
 end
 always @ (posedge clk or posedge interrupt_ack)   
 begin
      if (interrupt_ack)  
            interrupt <= 0;
      else
		begin 
		      if (interrupt_line)    
      		      interrupt <= 1;
          		else
		            interrupt <= interrupt;
      end
 end
 always @ (posedge clk)
 begin
    case (port_id[7:0])
        8'h0:    in_port <= input_data;
        default: in_port <= 8'bx;
    endcase
end
  always @ (posedge clk)
  begin
        if (write_strobe & port_id[7])   
          led <= out_port;
        if (write_strobe & port_id[6])   
          sseg[7:0] <= out_port;
		  if (write_strobe & port_id[5])   
          sseg[15:8] <= out_port;
        if (write_strobe & port_id[4])   
          sseg[23:16] <= out_port;
  end
endmodule
module address_select
    #(
        parameter WORD_DELTA = 1
    )
    (
        input logic reverse,
        input logic enable,
        input logic [22:0] curr_word,
        input logic [1:0] curr_byte,
        input logic flash_mem_waitrequest,
        output logic [22:0] next_word,
        output logic [1:0] next_byte
    );
    localparam FIRST = 2'd0;
    localparam SECOND = 2'd1;
    localparam THIRD = 2'd2;
    localparam FOURTH = 2'd3;
    always_comb begin
            if(enable) begin
                case(curr_byte)
                    FIRST: begin
                        if(reverse) begin
                            next_word = curr_word - WORD_DELTA;
                            next_byte = FOURTH;
                        end else begin
                            next_word = curr_word;
                            next_byte = SECOND;
                        end
                    end
                    SECOND: begin
                        next_word = curr_word;
                        if(reverse) begin
                            next_byte = FIRST;
                        end else begin
                            next_byte = THIRD;
                        end
                    end
                    THIRD: begin
                        next_word = curr_word;
                        if(reverse) begin
                            next_byte = SECOND;
                        end else begin
                            next_byte = FOURTH;
                        end
                    end
                    FOURTH: begin
                        if(reverse) begin
                            next_word = curr_word;
                            next_byte = THIRD;
                        end else begin
                            next_word = curr_word + WORD_DELTA;
                            next_byte = FIRST;
                        end
                    end
                    default: begin
                        next_word = curr_word;
                        next_byte = curr_byte;
                    end
                endcase
            end 
            else begin
                next_word = curr_word;
                next_byte = curr_byte;
            end
        end
endmodule
module flash_fsm
    #(
        parameter BASE = 0,
        parameter MAX_OFFSET = 22'h7FFFF)
    (
        input logic clk,
        input logic reset,
        input logic enable,
        input logic reverse,
        input logic flash_mem_waitrequest,
        output logic [1:0] out_byte,
        output logic [22:0] flash_mem_address
    );
    logic [22:0] curr_word;
    logic [22:0] next_word;
    logic [1:0] curr_byte;
    logic [1:0] next_byte;
    address_select sel(.curr_word(curr_word), .curr_byte(curr_byte), .next_word(next_word), .next_byte(next_byte), .reverse(reverse), .enable(enable), .flash_mem_waitrequest(flash_mem_waitrequest));
    always_ff @(posedge clk) begin
        if(reset || next_word > BASE + MAX_OFFSET) begin
            curr_word <= BASE;
            curr_byte <= 2'b0;
        end
        else begin
            curr_word <= next_word;
            curr_byte <= next_byte;
        end
    end
    assign out_byte = curr_byte;
    assign flash_mem_address = curr_word;
endmodule
==> design/flow/run.sh <==
#!/bin/bash
# OpenROAD 26Q1-2900-gdf79404cd8, Yosys 0.63+post, stock flow scripts
make -C /OpenROAD-flow-scripts/flow DESIGN_CONFIG=/design/flow/config.mk WORK_HOME=/design/flow/orfs finish
==> design/flow/config.mk <==
export PLATFORM = sky130hd
export DESIGN_NAME = flash_fsm
export DESIGN_NICKNAME = flash_fsm
export VERILOG_FILES = /design/flow/design.v
export SDC_FILE = /design/flow/constraint.sdc
export NUM_CORES = 4
export LEC_CHECK = 1
export CORE_AREA = 10 10 102 102
export DIE_AREA = 0 0 112 112
==> design/flow/constraint.sdc <==
current_design flash_fsm

set clk_period 4.1
set clk_io_pct 0.2

create_clock -name clk0 -period $clk_period [get_ports {clk}]

set non_clock_inputs [all_inputs -no_clocks]
set_input_delay [expr $clk_period * $clk_io_pct] -clock clk0 $non_clock_inputs
set_output_delay [expr $clk_period * $clk_io_pct] -clock clk0 [all_outputs]
==> impl_metrics.prom <==
# HELP chip_impl_metric Synthesis and place-and-route metrics
# TYPE chip_impl_metric gauge
chip_impl_metric{name="critical_path_required_time",unit="ns"} 4.23
chip_impl_metric{name="setup_slack",unit="ns"} 0.771
chip_impl_metric{name="vdd.ir_drop.worst",unit="V"} 0.000149
chip_impl_metric{name="cts_hold_buffers",unit=""} 0
chip_impl_metric{name="grt_pass1_vias",unit=""} 2460
chip_impl_info{name="setup.worst_path.class",value="in2reg"} 1
chip_impl_metric{name="grt_antenna_before_repair",unit=""} 0
chip_impl_metric{name="ys_chip_area",unit="um2"} 2330
chip_impl_metric{name="critical_path.max_fanout",unit=""} 14
chip_impl_metric{name="relSlewSlack",unit=""} 0.421
chip_impl_metric{name="p_leak",unit="nW"} 0.928
chip_impl_metric{name="max_slew_violation_count",unit=""} 0
chip_impl_metric{name="initial_utilization",unit=""} 0.284
chip_impl_metric{name="tightestPinTransition",unit="ns"} 0.866
chip_impl_metric{name="detail_route.vias_per_cell",unit=""} 5.96
chip_impl_metric{name="io_pins",unit=""} 30
chip_impl_info{name="dominantRegCellSynth",value="sky130_fd_sc_hd__dfxtp_1"} 1
chip_impl_info{name="cts_tree",value="yes"} 1
chip_impl_metric{name="clock_skew",unit="ns"} 0.00694
chip_impl_metric{name="internal_power_consumption",unit="mW"} 0.398
chip_impl_metric{name="clock_sinks",unit=""} 25
chip_impl_metric{name="cts_htree_levels",unit=""} 1
chip_impl_metric{name="synthDistinctLibCells",unit=""} 67
chip_impl_info{name="worst_setup_path_start_kind",value="input pin"} 1
chip_impl_metric{name="fin_util",unit=""} 0.338
chip_impl_metric{name="sequential_share_of_power",unit=""} 0.437
chip_impl_metric{name="grt_remaining_overflow",unit=""} 0
chip_impl_metric{name="enable_flop_cells",unit=""} 0
chip_impl_metric{name="buffer_count_from_post_cts_setup_fixing",unit=""} 0
chip_impl_metric{name="clockPowerShare",unit=""} 0.256
chip_impl_metric{name="critical_path_arrival",unit="ns"} 3.46
chip_impl_metric{name="maximum_number_of_pins_on_one_net_before_global_route_repair",unit=""} 32
chip_impl_metric{name="postSynthSeqShare",unit=""} 0.214
chip_impl_metric{name="post_synthesis_instance_area",unit="um2"} 2330
chip_impl_metric{name="clk_transition_reported_paths",unit="ns"} 0.09
chip_impl_metric{name="fin_crit",unit="ns"} 3.33
chip_impl_metric{name="post_synthesis_average_cell_area",unit="um2"} 7.34
chip_impl_metric{name="power.share.switching",unit=""} 0.348
chip_impl_metric{name="io_buffers",unit=""} 28
chip_impl_metric{name="place_congestion",unit=""} 0.910
chip_impl_metric{name="synth_flops",unit=""} 25
chip_impl_metric{name="setup_total_negative_slack",unit="ns"} 0
chip_impl_metric{name="yosysCellCount",unit=""} 318
chip_impl_metric{name="max_fclk",unit="GHz"} 0.300
chip_impl_metric{name="switchingPower",unit="mW"} 0.212
chip_impl_metric{name="power_per_cell_area",unit="nW/um2"} 220
chip_impl_metric{name="route.final.wire_length",unit="um"} 7930
chip_impl_metric{name="die_w",unit="um"} 112
chip_impl_metric{name="first_pass_iters",unit=""} 5
chip_impl_metric{name="synth.yosys.warnings",unit=""} 2
chip_impl_metric{name="avgRoutedWirePerCell",unit="um"} 17.8
chip_impl_metric{name="coreArea",unit="um2"} 8220
chip_impl_metric{name="dr_total_vias",unit=""} 2652
chip_impl_metric{name="post-place-ws",unit="ns"} 0.510
chip_impl_metric{name="drt_iter0_markers",unit=""} 261
chip_impl_metric{name="synthToLayoutAreaGrowth",unit="%"} 19.1
chip_impl_metric{name="finalHoldViolCount",unit=""} 0
chip_impl_metric{name="clock_latency",unit="ns"} 0.28
chip_impl_metric{name="grt_first_pass_wirelength",unit="um"} 13100
chip_impl_info{name="hold_class",value="reg2reg"} 1
chip_impl_metric{name="asyncSetResetFlopFracSynth",unit=""} 0
chip_impl_info{name="clock_tree.root_cell",value="sky130_fd_sc_hd__clkbuf_8"} 1
chip_impl_metric{name="cts-buffers-inserted",unit=""} 3
chip_impl_metric{name="final.period_utilization",unit=""} 0.812
chip_impl_info{name="timing.critical_path.to_type",value="register"} 1
chip_impl_metric{name="power.combinational.fraction",unit=""} 0.308
chip_impl_metric{name="gate_count_post_synth",unit=""} 318
chip_impl_metric{name="ant_nets",unit=""} 0
chip_impl_metric{name="drive_gt1_frac",unit=""} 0.112
chip_impl_metric{name="drc",unit=""} 0
chip_impl_metric{name="drv.max_cap_violation_count",unit=""} 0
chip_impl_metric{name="cts_resized",unit=""} 0
chip_impl_metric{name="die.size.y",unit="um"} 112
chip_impl_metric{name="die_area",unit="um2"} 12500
chip_impl_info{name="status",value="finished clean"} 1
chip_impl_info{name="grt_setup_unrepaired",value="no"} 1
chip_impl_metric{name="global_route.usage.total",unit=""} 0.123
chip_impl_metric{name="dp_hpwl",unit="um"} 5530
chip_impl_metric{name="layout.filler_cells",unit=""} 849
chip_impl_metric{name="num_rows",unit=""} 33
chip_impl_metric{name="num_antenna_cells",unit=""} 0
chip_impl_metric{name="openroad.warnings",unit=""} 30
chip_impl_metric{name="max-clock-path-buffers",unit=""} 2
chip_impl_metric{name="number_of_failing_setup_endpoints_in_the_final_timing_report",unit=""} 0
-- synthesized netlist by cell type, drive strengths merged, types with 3 or more instances --
master | count | area (um2)
o21ai | 26 | 130
dfxtp | 25 | 500
nand2 | 25 | 93.8
a21oi | 24 | 131
nor2 | 24 | 90.1
nor4 | 19 | 178
clkbuf | 16 | 62.6
inv | 16 | 60.1
nor3 | 15 | 75.1
nand3 | 12 | 60.1
nand4 | 10 | 77.6
buf | 9 | 48.8
o31ai | 7 | 52.6
a211oi | 6 | 50.1
a31oi | 6 | 37.5
ha | 6 | 75.1
or4 | 6 | 45.0
o311ai | 5 | 51.3
and3 | 4 | 25.0
or3 | 4 | 30.0
nand2b | 3 | 18.8
nand4b | 3 | 32.5
o211ai | 3 | 22.5
-- flip-flops by register name, summed over array words and instances, names as in the netlist --
signal     cells
curr_byte      2
curr_word     23
-- worst paths after layout --
check / from / slack, ns / end / depth (start not counted)
max: reverse / 0.77 / curr_word[2] / 9
min: curr_byte[1] / 0.58 / curr_byte[1] / 1
max reg2reg: curr_word[10] / 0.93 / curr_word[2] / 8
min reg2reg: curr_byte[1] / 0.58 / curr_byte[1] / 1
-- power by group through the flow --
stage / clock network, mW / registers [mW] / logic, mW
finish: 0.156 / 0.267 / 0.188
global route: 0.171 / 0.269 / 0.207
CTS: 0.162 / 0.267 / 0.185
-- per-layer routing --
metal  up-vias  global-route usage  share of wire
met5         -                   0              0
met4         0             0.00846         0.0062
met3         4              0.0309          0.090
met2       127               0.195           0.46
met1      1253               0.170           0.44
li1       1268                   -              -
-- area by class of cell --
class	instances	area [um2]	area share
Tap cell	105	131	0.0473
Multi-Input combinational cell	255	1670	0.602
Timing Repair Buffer	40	370	0.133
Clock buffer	4	45.0	0.0162
Sequential cell	25	500	0.180
Inverter	16	60.1	0.0216
-- worst max-delay path: stages --
cell	delay, ns
sky130_fd_sc_hd__clkdlybuf4s50_1	0.47
sky130_fd_sc_hd__nand4b_2	0.24
sky130_fd_sc_hd__or3_4	0.39
sky130_fd_sc_hd__or4_1	0.53
sky130_fd_sc_hd__nand3_1	0.11
sky130_fd_sc_hd__a211oi_2	0.10
sky130_fd_sc_hd__a21oi_4	0.49
sky130_fd_sc_hd__buf_4	0.24
sky130_fd_sc_hd__nor4_2	0.05
-- metrics by stage --
step / instance area (um2) / instances / hold slack (ns) / total power, mW
6_report: 2780 / 445 / 0.582 / 0.610
5_1_grt: 2780 / 445 / 0.628 / 0.648
4_1_cts: 2780 / 445 / 0.592 / 0.614
3_5_place_dp: 2740 / 441 / 0.553 / 0.456
3_3_place_gp: 2740 / 441 / 0.571 / 0.456
2_1_floorplan: 2340 / 321 / 0.504 / 0.395
-- logic make-up (layout without fill, tap and decap cells) --
family,after synthesis,count (layout),synth area share
XOR/XNOR,1,1,0.00375
AND/OR/NAND/NOR,138,138,0.361
AND-OR/OR-AND,103,103,0.300
adder cells (fa/ha/maj),6,6,0.0322
buffers and inverters,41,60,0.0735
multiplexers,3,3,0.0139
flip-flops,25,25,0.214
other,1,4,0.00161
-- placed cells by master, fill, tap and decap left out, types with 12 or more instances in the layout --
| cell | count |
|---|---|
| sky130_fd_sc_hd__nor2_1 | 24 |
| sky130_fd_sc_hd__a21oi_1 | 23 |
| sky130_fd_sc_hd__nand2_1 | 25 |
| sky130_fd_sc_hd__dfxtp_1 | 25 |
| sky130_fd_sc_hd__inv_1 | 16 |
| sky130_fd_sc_hd__o21ai_0 | 26 |
| sky130_fd_sc_hd__buf_4 | 12 |
| sky130_fd_sc_hd__clkdlybuf4s50_1 | 28 |
| sky130_fd_sc_hd__nor3_1 | 15 |
| sky130_fd_sc_hd__nand3_1 | 12 |
Power and IR drop assume default switching activity.
